===== ./run.sh =====
#!/bin/bash
# OpenROAD 26Q1-2900-gdf79404cd8, Yosys 0.63+post, stock flow scripts
make -C /OpenROAD-flow-scripts/flow DESIGN_CONFIG=/design/flow/config.mk WORK_HOME=/design/flow/orfs finish

===== ./constraint.sdc =====
current_design fsm_1101

set clk_period 1.1
set clk_io_pct 0.2

create_clock -name clk0 -period $clk_period [get_ports {clk}]

set non_clock_inputs [all_inputs -no_clocks]
set_input_delay [expr $clk_period * $clk_io_pct] -clock clk0 $non_clock_inputs
set_output_delay [expr $clk_period * $clk_io_pct] -clock clk0 [all_outputs]

===== ./design.v =====
module fsm_1101(x,clk,reset,y);
	input x,clk,reset;
	output reg y;
	reg [2:0] pre_state;
	reg [2:0] next_state;
	parameter A = 3'b000, B = 3'b001, C = 3'b010, D = 3'b011, E = 3'b101;
	always @(x,pre_state)
	begin
		case(pre_state)
			E : begin
				next_state = x ? A : E;
				y = 0;
			    end
			A : begin
				next_state = x ? B : E;
				y = 0;
			    end
			B : begin
				next_state = x ? B : C;
				y = 0;
			    end
			C : begin
				next_state = x ? D : E;
				y = x ? 1 : 0;
			    end
			D : begin
				next_state = x ? B : E;
				y = 0;
			    end
			default begin
					next_state = 3'bxxx;
					y = 1'bx;
				end
		endcase
	end
	always @(posedge clk)
	begin
		if (reset)
			pre_state = E;
		else 
			pre_state = next_state;
	end
endmodule
module fsm_1101_tb();
	reg x,clk,reset;
	wire y;
	fsm_1101 tb(x,clk,reset,y);
	initial
	begin
		clk = 0;
		reset = 1;
		#20 reset = 0;
	end
	always #5 clk = ~clk;
	initial
	begin	
		#23 x = 1;
		#5 x = 1;
		#5 x = 1;
		#5 x = 1;
		#5 x = 0;
		#5 x = 1;
		#5 x = 0;
		#5 x = 1;
		#5 x = 0;
		#5 x = 1;
		#5 x = 1;
		#5 x = 1;
	end
endmodule

===== ./config.mk =====
export PLATFORM = sky130hd
export DESIGN_NAME = fsm_1101
export DESIGN_NICKNAME = fsm_1101
export VERILOG_FILES = /design/flow/design.v
export SDC_FILE = /design/flow/constraint.sdc
export NUM_CORES = 4
export LEC_CHECK = 1
export CORE_AREA = 10 10 70 70
export DIE_AREA = 0 0 80 80

==> results.yml <==
# flow metrics
drt:
  detail_route.antenna_diodes: 0
  drt-initial-drc-count: 4
  detail_route.first_pass.iterations: 2
  dr_total_vias: 133
  post_drt_wl_per_cell_um: 5.686
  drc: 0
  route.detailed.vias_per_inst: 1.900
  route.antenna.remaining_nets: 0
  drt-total-wl_um: 398
power_and_ir_drop:
  share_seq_of_total_power_pct: 42.6
  ir_drop_uv: 572.9
  leakage_nw: 0.1228
  internal_power_uw: 354.5
  power.density_nw_per_um2: 1448
  power.clock.fraction_pct: 48.2
  power_switching_share_pct: 21.75
  post_layout_power_uw: 453.0
  p_comb_share_pct: 9.2
  power_switching_uw: 98.51
finish:
  area_growth_pct: 89.39
  drive_above_1_share_pct: 45.83
  layout.area.comb_sq_um: 71.32
  ff_latch_area_sq_um: 102.6
  fillerInstances: 407
  largest_register_ffs: 5
global_route:
  globalRoute.totalOverflow: 0
  grt_pass1_wl_um: 655
  grt_usage_pct: 1.437
  maximum_number_of_pins_on_one_net_before_global_route_repair: 6
  via_count_of_the_first_global_routing_pass: 146
  grt_antenna_before_repair: 0
timing:
  grt_setup_unrepaired: "true"
  fin_crit_ps: 1238
  maxSlewHeadroom_pct: 84.99
  setup_violations: 1
  postLayoutSetupSlackWorst_ps: -138.4
  highest_clock_rate_ghz: 0.8075
  tightestPinTransition_ps: 223.2
  timing.final.max_slew_violations: 0
  finClkSkew_ps: 1.799
  final_hold_viol_count: 0
  finalClockPeriodUsage_pct: 112.6
placement:
  dpl_worst_slack_ps: -466.2
  gp_congestion: 0.7024
  port_buffers: 3
die:
  initCoreUtil_pct: 4.835
  floorplan.io_pins: 4
  row_count: 21
  dieHeight_um: 80
  die_w_um: 80
  die_area_sq_um: 6400
  area_of_the_core_region_sq_um: 3416
clock_network:
  cts_inserted_buffers: 3
  clock_tree.buffer_depth: 2
  cts_tree: "done"
  cts.sinks: 5
  clock.latency.late_pin_ps: 240
  cts.htree.levels: 1
  hold_buf_count_cts: 0
  clk_pin_slew_worst_paths_ps: 40
  clock_tree.root_cell: "sky130_fd_sc_hd__clkbuf_4"
synth:
  synth.yosys.num_cells: 13
  synthMostInstantiatedCell: "sky130_fd_sc_hd__dfxtp_1"
  synth_area_per_cell_sq_um: 12.70
  enable_flop_cells: 0
  common_cells: "5 x sky130_fd_sc_hd__dfxtp_1, 3 x sky130_fd_sc_hd__and3b_1, 2 x sky130_fd_sc_hd__nor3b_1"
  synth.largest_area_cell: "sky130_fd_sc_hd__dfxtp_1"
  synthesis.area_sq_um: 165.2
  unique_cell_type_count_in_the_yosys_netlist: 6
  netlist_top_cells_area: "sky130_fd_sc_hd__dfxtp_1 61%, sky130_fd_sc_hd__and3b_1 16%, sky130_fd_sc_hd__nor3b_1 9.1%"
  synthesis.yosys.warnings: 1
  postSynthSeqShare_pct: 60.61
  cell_count_after_synthesis: 13
  async_reset_ff_share_pct: 0
  post-synth-top-area-fraction_pct: 60.61
  synthesized_registers: 5
  synth.yosys.chip_area_sq_um: 165.2
  most_used_flip_flop_cell: "sky130_fd_sc_hd__dfxtp_1"
min_path:
  min_from: "pre_state[2]"
  terminating_pin_of_the_worst_hold_path: "pre_state[4]"
  min_path_type: "register to register"
  worst_hold_path_cells: 1
worst_setup_path:
  rr_worst_depth: 4
  critical_path.reg2reg.endpoint: "pre_state[3]"
  max_stage_delay_ps: 330
  start_kind: "register"
  crit_path_end_kind: "output pin"
  critPathArrivalTime_ps: 1020
  regToRegStartpoint: "pre_state[1]"
  critical-path-slowest-cell: "sky130_fd_sc_hd__dfxtp_2"
  crit_required_ps: 880
  worst-path-max-fanout: 2
  setup.reg_to_reg.worst_slack_ps: 190
  criticalPathCategory: "register to output pin"
  cp_cell_sequence: "nor3_4 -> and3b_1 -> buf_2"
run_status:
  violations: "setup timing"
  outcome: "finished, violations left"
run:
  drv.max_cap_violation_count: 0
  tool_warnings: 27
logic make-up (layout without fill, tap and decap cells):
family | after synthesis | after routing | synth area share (%)
AOI/OAI and AO/OA | 1 | 1 | 4.547
buffers and inverters | 0 | 11 | 0
DFF | 5 | 5 | 60.61
and+or+nand+nor | 7 | 7 | 34.85
timing repair:
item                                    CTS  global route
buffers inserted                          1             0
gates resized                             4             2
pin swaps                                 2             2
endpoints found under the setup margin    1             1
cells in the final DEF (no fill, tap or decap):
master,netlist,layout
sky130_fd_sc_hd__nor4_1,1,1
sky130_fd_sc_hd__clkbuf_4,0,3
sky130_fd_sc_hd__o21bai_1,1,1
sky130_fd_sc_hd__nor3_4,0,1
sky130_fd_sc_hd__clkdlybuf4s50_1,0,2
sky130_fd_sc_hd__and3b_1,3,3
sky130_fd_sc_hd__dfxtp_2,0,2
sky130_fd_sc_hd__buf_2,0,1
sky130_fd_sc_hd__clkbuf_1,0,1
sky130_fd_sc_hd__dfxtp_1,5,3
sky130_fd_sc_hd__nor3b_1,2,2
sky130_fd_sc_hd__buf_4,0,4
power groups by stage:
stage                 clock network (mW)  registers [mW]  logic (mW)
after CTS                          0.226           0.192      0.0404
after global routing               0.251           0.194      0.0449
final                              0.218           0.193      0.0417
layout make-up:
class                   instances  share of cell area, %
clock buffers                   4                  8.400
well taps                      46                  18.40
flip-flops and latches          5                  32.80
multi-input cells               8                  22.80
repair buffers                  7                  17.60
stage by stage:
step / TNS (ps) / cell area, sq um / cells / hold WS (ps) / util, %
3_3_place_gp: -443.1 / 275.3 / 65 / 473.6 / 8.059
6_report: -138.4 / 312.8 / 70 / 493.6 / 9.158
3_5_place_dp: -466.2 / 275.3 / 65 / 484.2 / 8.059
2_1_floorplan: 0 / 165.2 / 13 / 295.1 / -
5_1_grt: -202.0 / 312.8 / 70 / 512.5 / 9.158
4_1_cts: -166.3 / 305.3 / 70 / 491.4 / 8.938
critical path, delay by kind of cell, from the launching register on:
kind	cells	cell delay [ps]
buf+inv	1	90
flops	1	330
simple gates	2	360
metal layers:
| layer | wire (um) | global-route usage, % | vias up |
|---|---|---|---|
| met2 | 104 | 1.445 | 6 |
| met1 | 220 | 1.666 | 56 |
| met3 | 72 | 2.159 | 0 |
| met5 | 0 | 0 | - |
| li1 | - | - | 71 |
| met4 | 0 | 0 | 0 |
worst max-delay path by stage:
stage,from,end
4_1_cts,pre_state[3],y
5_1_grt,pre_state[4],y
6_report,pre_state[4],y
Power figures rest on the tool's default switching activity, not on a simulated workload.
