==> /design/flow/design.v <==
 module bi_dir_mem(clk,data,addr,w_r,en);
	inout  [7:0] data;
	input  [7:0] addr;
	input 		clk;
	input w_r,en;
	reg [7:0] mem [255:0];
	bufif1 bf1(data[7],mem[addr][7],w_r & en);
	bufif1 bf2(data[6],mem[addr][6],w_r & en);
	bufif1 bf3(data[5],mem[addr][5],w_r & en);
	bufif1 bf4(data[4],mem[addr][4],w_r & en);
	bufif1 bf5(data[3],mem[addr][3],w_r & en);
	bufif1 bf6(data[2],mem[addr][2],w_r & en);
	bufif1 bf7(data[1],mem[addr][1],w_r & en);
	bufif1 bf8(data[0],mem[addr][0],w_r & en);
	always @(posedge clk)
	begin
	if (!w_r & en)
	begin
		mem[addr] <= data;
	end
	else
		mem[addr] <= mem[addr];
	end
endmodule
module bi_dir_tb();
	reg  [7:0] addr,data_in;
	wire [7:0] data;
	reg w_r,en,clk;
	integer i;
	bufif0 bf00(data[0],data_in[0],w_r & en);
	bufif0 bf01(data[1],data_in[1],w_r & en);
	bufif0 bf02(data[2],data_in[2],w_r & en);
	bufif0 bf03(data[3],data_in[3],w_r & en);
	bufif0 bf04(data[4],data_in[4],w_r & en);
	bufif0 bf05(data[5],data_in[5],w_r & en);
	bufif0 bf06(data[6],data_in[6],w_r & en);
	bufif0 bf07(data[7],data_in[7],w_r & en);
	bi_dir_mem tb(clk,data,addr,w_r,en);
	initial
	begin
		en = 1;
		clk = 0;
		for(i=0;i<256;i=i+1)
		begin	
			#2
			addr = i;
			data_in = i; w_r = 0;
		end
		for(i=0;i<256;i=i+1)
		begin
		#2
		w_r = 1;
					addr = i;
$display("address ---> %0d,   data_io --->  %0b,   read ---> %0d",addr,data,w_r );
		end
	end
always #1 clk = ~clk;
endmodule
==> /design/flow/run.sh <==
#!/bin/bash
# OpenROAD 26Q1-2900-gdf79404cd8, Yosys 0.63+post, stock flow scripts
make -C /OpenROAD-flow-scripts/flow DESIGN_CONFIG=/design/flow/config.mk WORK_HOME=/design/flow/orfs finish
==> /design/flow/config.mk <==
export PLATFORM = sky130hd
export DESIGN_NAME = bi_dir_mem
export DESIGN_NICKNAME = bi_dir_mem
export VERILOG_FILES = /design/flow/design.v
export SDC_FILE = /design/flow/constraint.sdc
export NUM_CORES = 4
export LEC_CHECK = 1
export CORE_UTILIZATION = 50
==> /design/flow/constraint.sdc <==
current_design bi_dir_mem

set clk_period 25.5
set clk_io_pct 0.2

create_clock -name clk0 -period $clk_period [get_ports {clk}]

set non_clock_inputs [all_inputs -no_clocks]
set_input_delay [expr $clk_period * $clk_io_pct] -clock clk0 $non_clock_inputs
set_output_delay [expr $clk_period * $clk_io_pct] -clock clk0 [all_outputs]
==> changes_impl.md <==
### Physical design

* Pre-Place Util at 0.506
* Row count at 144
* CTS H-Tree Depth at 4
* Yosys warns at 1
* Cells after Synth at 3516
* Log Error: [error] [KeplerFormal.cpp:679] Workflow failed: Iso has multiple drivers: .data6, _1778_.Y0
* RePlAce Congestion at 0.867
* Die Span X at 397 um
* Avg Cell Area, Syn at 22.2 um^2
* Hold buffer count at cts at 0
* Yosys Instances at 3516
* Cell Area, Synth at 0.0782 mm^2
* Detailed placer's ending HPWL at 108 mm
* CTS Sinks at 2048
* Clock Tree Root: clkbuf_16
* #FFs+latches synth at 2048
* Post-synth cell types at 18
* Die y size at 397 um
* Synth Seq Share at 0.787
* Inst Count DP at 5465
* Placement-stage cell area at 0.0808 mm^2
* DP Worst Slack at 9470 ps
* Setup bufs post-CTS at 0
* IO Port Bufs at 8
* Boundary Pins at 19
* Yosys stat chip area at 0.0782 mm^2
* Outcome: aborted with a tool error
* Failed at: clock tree synthesis (4_1_cts)
* CTS Buf Count at 200
* Post_cts resized at 0
* Clk buf depth at 3
through the flow:
stage / power, mW / hold WS [ps]
floorplan: 3.93 / 4640
global placement: 4.32 / 1390
detailed placement: 4.24 / 1400
cells in the mapped netlist:
cell type / count / share of area
edfxtp_1: 2048 / 0.79
mux4_2: 512 / 0.15
nor2_1: 260 / 0.012
a22oi_1: 256 / 0.025
clkbuf_1: 146 / 0.0070
a21oi_1: 128 / 0.0082
buf_2: 33 / 0.0021
o41ai_1: 32 / 0.0036
nand2_1: 25 / 0.0012
buf_1: 21 / 0.0010
buf_6: 15 / 0.0022
buf_4: 11 / 0.0011
nand3_1: 8 / 0.00051
nand4_1: 8 / 0.00064
nor2b_1: 8 / 0.00064
and2_1: 2 / 0.00016
nand2b_1: 2 / 0.00016
or2_2: 1 / 0.000080
cells by family after synthesis:
group,count (synthesis),share of synthesized area
flops,2048,0.787
mux,512,0.148
compound gates,416,0.0364
simple gates,314,0.0159
buf+inv,226,0.0134
Power figures rest on the tool's default switching activity, not on a simulated workload.
