==> flow/design.v <==
module fulladder(sum,cout,A,B,cin);
	input A,B,cin;
	output sum,cout;
	wire w1,w2,w3;
	xor x1(w1,A,B);
	xor x2(sum,w1,cin);
	and a1(w2,A,B);
	and a2(w3,w1,cin);
	or o1(cout,w2,w3);
endmodule
module ripplecarry(sum, cout, a, b, cin);
	input [3:0] a,b;
	output [3:0] sum;
	input cin;
	output cout;
	wire w1,w2,w3;
	fulladder f0(sum[0],w1,a[0],b[0],cin);
	fulladder f1(sum[1],w2,a[1],b[1],w1);
	fulladder f2(sum[2],w3,a[2],b[2],w2);
	fulladder f3(sum[3],cout,a[3],b[3],w3);
endmodule
==> flow/run.sh <==
#!/bin/bash
# OpenROAD 26Q1-2900-gdf79404cd8, Yosys 0.63+post, stock flow scripts
make -C /OpenROAD-flow-scripts/flow DESIGN_CONFIG=/design/flow/config.mk WORK_HOME=/design/flow/orfs finish
==> flow/config.mk <==
export PLATFORM = sky130hd
export DESIGN_NAME = ripplecarry
export DESIGN_NICKNAME = ripplecarry
export VERILOG_FILES = /design/flow/design.v
export SDC_FILE = /design/flow/constraint.sdc
export NUM_CORES = 4
export LEC_CHECK = 1
export CORE_AREA = 10 10 70 70
export DIE_AREA = 0 0 80 80
==> flow/constraint.sdc <==
current_design ripplecarry

set clk_period 3.8
set clk_io_pct 0.2

create_clock -name clk0 -period $clk_period

set non_clock_inputs [all_inputs -no_clocks]
set_input_delay [expr $clk_period * $clk_io_pct] -clock clk0 $non_clock_inputs
set_output_delay [expr $clk_period * $clk_io_pct] -clock clk0 [all_outputs]
==> results_dict.tcl <==
# flow metrics
set metrics [dict create \
    fin_ws_ns 0.2630 \
    worstSetupStartpointType "primary input" \
    hpwlAfterDp_um 408 \
    clkbuf_count 0 \
    die_h_um 80 \
    globalRouteTotalUtil_pct 1.324 \
    power_switching_w 0.00001181 \
    hold_end "sum[3]" \
    regArea_um2 0 \
    grt_setup_unrepaired "false" \
    slew_headroom_pct 92.40 \
    seqPwrFrac_pct 0 \
    dieWidth_um 80 \
    grt_pass1_vias 147 \
    ys_types 3 \
    grt_max_degree 2 \
    initialDrtViolationCount 0 \
    critical_path_required_ns 3.04 \
    critPathKind "primary input to output pin" \
    ys_cells 18 \
    whs_ns 2.276 \
    yosysWarnings 0 \
    core_um2 3416 \
    pwr_density_cell_nw_per_um2 117.2 \
    flop-count 0 \
    numPortBuffers 14 \
    clkPwrFrac_pct 0 \
    worst_pin_slew_ns 0.1136 \
    finalCriticalPeriod_ns 3.537 \
    top_level_ports 14 \
    grt_pass1_wl_um 662 \
    via_per_inst 1.703 \
    overflow 0 \
    dp.cells 74 \
    first_pass_iters 1 \
    finalClockPeriodUsage_pct 93.08 \
    finalMaxSlewViolations 0 \
    dr_total_vias 126 \
    fmax_ghz 0.2827 \
    tool_warnings 32 \
    combPwrFrac_pct 100.0 \
    initial_core_util_pct 4.322 \
    drc_errors 0 \
    drt-total-wl_um 429 \
    power.internal_w 0.00002589 \
    crit_fanout 1 \
    syn_avg_cell_area_um2 8.202 \
    die_area_um2 6400 \
    finalSetupViolations 0 \
    min_path_cells 5 \
    slowest_stage "clkdlybuf4s50_1" \
    lay_top_cells "clkdlybuf4s50_1 (10), inv_2 (5), inv_1 (5)" \
    critical_path.startpoint "cin" \
    worstHoldStart "b[3]" \
    areaGrowthSynthToFinish_pct 117.8 \
    hold_viol 0 \
    row_count 21 \
    syn_area_um2 147.6 \
    crit_path_end_kind "output pin" \
    crit_chain "dlygate4sd2_1, inv_2, fa_2, inv_2, fa_2, fa_2, inv_2, fa_1, inv_1, clkdlybuf4s50_1" \
    pre_cts_slack_ns -0.1861 \
    gp_congestion 0.7826 \
    vdd_drop_max_mv 0.03446 \
    hold_class "primary input to output pin" \
    mostFrequentLayoutCell "clkdlybuf4s50_1" \
    ys_area_um2 147.6 \
    synth_cells 18 \
    fillers 403 \
    maxCapViolations 0 \
    outcome "finished, final reports clean" \
    arrival_ns 2.78 \
    diodes 0 \
    swShare_pct 31.33 \
    critPathMaxStageDelay_ns 0.46 \
    ys_seq_share_pct 0 \
    ant_nets 0 \
    p_leak_nw 0.1426 \
    fin_cells 74 \
    wl_per_cell_um 5.797 \
    drive_above_1_share_pct 28.57 \
    antenna_found_initial 0 \
]
area by class of cell:
class	count	area, µm²	area share (%)
multi-input cells	4	87.58	27.24
well taps	46	57.56	17.90
inverters	10	37.54	11.67
repair buffers	14	138.9	43.19
synthesized netlist by cell type, drive strengths merged:
cell type / n / area, µm²
buf: 4 / 30.03
inv: 10 / 37.54
fa: 4 / 80.08
cell families (layout without fill, tap and decap cells):
family | Yosys count | in the layout | synth area share, %
fa+ha+maj | 4 | 4 | 54.24
buf+inv | 14 | 24 | 45.77
metal layers:
layer / up-vias / GRT usage [%] / part of all wire (%)
li1: 60 / - / -
met1: 52 / 1.944 / 50
met2: 14 / 1.605 / 23
met3: 0 / 0.9091 / 27
met4: 0 / 0 / 0
met5: - / 0 / 0
timing repair:
item / in CTS / in global routing
resized: 11 / 1
endpoints found under the setup margin: 2 / 1
pin swaps: 3 / 3
setup buffers: 0 / 0
hold buffers: 0 / 0
power by group through the flow:
stage | combinational (W) | clock (W) | sequential, W
after global routing | 0.0000427 | 0 | 0
after CTS | 0.0000395 | 0 | 0
final | 0.0000377 | 0 | 0
critical path: cells and delay by family:
kind | cells | cell delay, ns
adder cells (fa/ha/maj) | 4 | 1.14
buffers and inverters | 6 | 0.88
worst max-delay path by stage:
| stage | end | slack, ns | cells past startpoint |
|---|---|---|---|
| CTS | sum[3] | 0.01 | 10 |
| global route | cout | 0.15 | 10 |
| finish | cout | 0.26 | 10 |
metrics by stage:
stage | setup TNS (ns) | util [%] | instance area [µm²] | power (W)
global route | 0 | 9.414 | 321.6 | 0.00004267
global placement | -0.1846 | 9.231 | 315.3 | 0.00003813
detailed placement | -0.1861 | 9.231 | 315.3 | 0.00003810
finish | 0 | 9.414 | 321.6 | 0.00003770
CTS | 0 | 9.341 | 319.1 | 0.00003953
floorplan | 0 | - | 147.6 | 0.00001806
Power figures rest on the tool's default switching activity, not on a simulated workload.
